==> design.v <==
module apb4_peripheral #(
    parameter PERIPHERAL_ID = 0,   
    parameter DATA_WIDTH = 32,     
    parameter ADDR_WIDTH = 32      
) (
    input  wire        PCLK,
    input  wire        PRESETn,
    input  wire [ADDR_WIDTH-1:0] PADDR,
    input  wire [2:0]  PPROT,
    input  wire        PSEL,   
    input  wire        PENABLE,
    input  wire        PWRITE,
    input  wire [DATA_WIDTH-1:0] PWDATA,
    input  wire [DATA_WIDTH/8-1:0] PSTRB,
    output reg  [DATA_WIDTH-1:0] PRDATA,
    output reg         PREADY,
    output reg         PSLVERR
);
    reg [DATA_WIDTH-1:0] control_reg;     
    reg [DATA_WIDTH-1:0] status_reg;      
    reg [DATA_WIDTH-1:0] data_reg;        
    reg [DATA_WIDTH-1:0] config_reg;      
    localparam ADDR_OFFSET = PERIPHERAL_ID * 16;
    localparam CTRL_ADDR  = ADDR_OFFSET + {ADDR_WIDTH{1'b0}};
    localparam STATUS_ADDR = ADDR_OFFSET + 4;
    localparam DATA_ADDR   = ADDR_OFFSET + 8;
    localparam CONFIG_ADDR = ADDR_OFFSET + 12;
    localparam IDLE = 2'b00;
    localparam SETUP = 2'b01;
    localparam ACCESS = 2'b10;
    reg [1:0] current_state, next_state;
    always @(posedge PCLK or negedge PRESETn) begin
        if (!PRESETn) begin
            current_state <= IDLE;
        end else begin
            current_state <= next_state;
        end
    end
    always @(*) begin
        next_state = current_state;
        case (current_state)
            IDLE: begin
                if (PSEL && !PENABLE) begin
                    next_state = SETUP;
                end
            end
            SETUP: begin
                if (PSEL && PENABLE) begin
                    next_state = ACCESS;
                end else if (!PSEL) begin
                    next_state = IDLE;
                end
            end
            ACCESS: begin
                if (PREADY) begin
                    if (PSEL && !PENABLE) begin
                        next_state = SETUP;   
                    end else begin
                        next_state = IDLE;    
                    end
                end
            end
        endcase
    end
    function [DATA_WIDTH-1:0] handle_byte_lanes;
        input [DATA_WIDTH-1:0] data_in;
        input [DATA_WIDTH-1:0] data_current;
        input [DATA_WIDTH/8-1:0] strobe;
        reg [DATA_WIDTH-1:0] result;
        begin
            result = data_current;  
            if (DATA_WIDTH >= 8) begin
                if (strobe[0]) result[7:0] = data_in[7:0];
            end
            if (DATA_WIDTH >= 16) begin
                if (strobe[1]) result[15:8] = data_in[15:8];
            end
            if (DATA_WIDTH >= 24) begin
                if (strobe[2]) result[23:16] = data_in[23:16];
            end
            if (DATA_WIDTH >= 32) begin
                if (strobe[3]) result[31:24] = data_in[31:24];
            end
            handle_byte_lanes = result;
        end
    endfunction
    always @(posedge PCLK or negedge PRESETn) begin
        if (!PRESETn) begin
            control_reg <= {DATA_WIDTH{1'b0}};
            status_reg  <= {DATA_WIDTH{1'b0}};
            data_reg    <= {DATA_WIDTH{1'b0}};
            config_reg  <= {DATA_WIDTH{1'b0}};
        end else begin
            if (current_state == ACCESS && PWRITE && PREADY) begin
                case (PADDR)
                    CTRL_ADDR:   control_reg <= handle_byte_lanes(PWDATA, control_reg, PSTRB);
                    STATUS_ADDR: status_reg <= handle_byte_lanes(PWDATA, status_reg, PSTRB);
                    DATA_ADDR:   data_reg <= handle_byte_lanes(PWDATA, data_reg, PSTRB);
                    CONFIG_ADDR: config_reg <= handle_byte_lanes(PWDATA, config_reg, PSTRB);
                endcase
            end
            if (control_reg[0]) begin   
                status_reg[DATA_WIDTH/2-1:0] <= status_reg[DATA_WIDTH/2-1:0] + 1;
            end
        end
    end
    always @(*) begin
        PRDATA = {DATA_WIDTH{1'b0}};
        if (current_state == ACCESS && !PWRITE) begin
            case (PADDR)
                CTRL_ADDR:  PRDATA = control_reg;
                STATUS_ADDR: PRDATA = status_reg;
                DATA_ADDR:   PRDATA = data_reg;
                CONFIG_ADDR: PRDATA = config_reg;
                default:    PRDATA = {DATA_WIDTH{1'b1}};   
            endcase
        end
    end
    always @(posedge PCLK or negedge PRESETn) begin
        if (!PRESETn) begin
            PREADY <= 1'b0;
        end else begin
            PREADY <= (current_state == ACCESS);   
        end
    end
    always @(posedge PCLK or negedge PRESETn) begin
        if (!PRESETn) begin
            PSLVERR <= 1'b0;
        end else begin
            PSLVERR <= 1'b0;
            if (current_state == ACCESS && PSEL && PENABLE) begin
                if (PADDR != CTRL_ADDR && PADDR != STATUS_ADDR && PADDR != DATA_ADDR && PADDR != CONFIG_ADDR) begin
                    PSLVERR <= 1'b1;
                end
            end
        end
    end
endmodule 
==> run.sh <==
#!/bin/bash
# OpenROAD 26Q1-2900-gdf79404cd8, Yosys 0.63+post, stock flow scripts
make -C /OpenROAD-flow-scripts/flow DESIGN_CONFIG=/design/flow/config.mk WORK_HOME=/design/flow/orfs finish
==> config.mk <==
export PLATFORM = sky130hd
export DESIGN_NAME = apb4_peripheral
export DESIGN_NICKNAME = apb4_peripheral
export VERILOG_FILES = /design/flow/design.v
export SDC_FILE = /design/flow/constraint.sdc
export NUM_CORES = 4
export LEC_CHECK = 1
export CORE_UTILIZATION = 30
==> constraint.sdc <==
current_design apb4_peripheral

set clk_period 7.3
set clk_io_pct 0.2

create_clock -name clk0 -period $clk_period [get_ports {PCLK}]

set non_clock_inputs [all_inputs -no_clocks]
set_input_delay [expr $clk_period * $clk_io_pct] -clock clk0 $non_clock_inputs
set_output_delay [expr $clk_period * $clk_io_pct] -clock clk0 [all_outputs]
==> flow_summary_export.csv <==
group,metric,value,unit
run_status,outcome,"complete, no violations",
synthesis,largest_area_cell,"dfrtp_1",
synthesis,synth_cell_types,42,
worst_setup_path,critPathRequiredTime,5.84,ns
cells_and_area,stdcell_area,8518,sq um
routing,drc,0,
worst_setup_path,crit_type,"in2out",
routing,vias,4299,
timing,hold_viol,0,
flow_run,warnings,28,
floorplan,fp.dieH,150.4,um
routing,antenna_left,0,
cts,cts_setup_buffers,0,
timing,relSlewSlack,45.38,%
worst_setup_path,path_buffers,3,
routing,drt_first_pass_iters,4,
synthesis,synth_warnings,1,
cts,cts_buffers,17,
worst_setup_path,arrival,4.24,ns
floorplan,fp.dieArea,22610,sq um
timing,skew,0.005990,ns
timing,rsz0062_at_grt,"no",
cts,cts_resized,0,
grt,grt_max_degree,63,
cts,insertion_delay,0.41,ns
routing,viasPerCell,5.034,
power_and_ir_drop,power_density,210.5,nW/um^2
timing,fin_crit_sh,78.04,%
floorplan,core,21290,sq um
cts,clock-sinks,133,
synthesis,syn_area,6604,sq um
power_and_ir_drop,leakagePower,3.733,nW
timing,hold_slack,0.4491,ns
placement,place_congestion,0.7818,
worst_setup_path,cpMostUsedCell,"clkdlybuf4s50_1",
power_and_ir_drop,power,0.001793,W
floorplan,num_rows,53,
grt,grt_first_pass_wirelength,25.36,mm
worst_hold_path,min_path_type,"reg2reg",
timing,fin_crit,5.697,ns
cells_and_area,drive_above_1_share,34.54,%
timing,fmax,175.5,MHz
cts,clockBufferDepth,2,
flow_run,maxCapViolations,0,
cts,cts_tree,"done",
synthesis,avgSynthCellArea,14.42,sq um
worst_setup_path,end_kind,"output pin",
grt,grt_overflow_total,0,
routing,antennaDiodeCount,0,
floorplan,die_w,150.4,um
routing,drt-initial-drc-count,175,
synthesis,synthTopCellsByArea,"dfrtp_1 50%, mux2_2 19%, mux4_2 11%",
timing,setup_viol_count_final,0,
synthesis,netlist_instances,458,
routing,avgRoutedWirePerCell,18.22,um
power_and_ir_drop,ir_drop,0.0001622,V
worst_setup_path,crit_path_start_kind,"input pin",
cts,h-tree-depth,4,
worst_setup_path,cp_max_fo,32,
cts,postCtsHoldBufs,0,
cells_and_area,fill_cells,1905,
timing,drv_slew,0,
cts,clk_pin_slew_worst_paths,0.05,ns
synthesis,synth_chip_area,6604,sq um
floorplan,fp_util,31.02,%
cts,root_buffer,"clkbuf_16",
synthesis,synth_top_area_share,50.02,%
worst_setup_path,crit_path_top_delay_cell,"or2_2",
worst_setup_path,slowest_delay,0.58,ns
routing,drt_wl_total,15.56,mm
grt,grt_pass1_vias,4694,
placement,placed_cell_area,7969,sq um
grt,antenna_found_initial,0,
synthesis,synth_seq_share,50.42,%
placement,port_buffers,106,
grt,grt_usage,15.13,%
placement,dp_hpwl,10.66,mm
timing,tns,0,ns
worst_setup_path,path_cells,"clkdlybuf4s50_1 -> nor4_1 -> nand4_1 -> or2_2 -> buf_4 -> o21a_1 -> clkdlybuf4s50_1",
synthesis,synth_stat.cells,458,
synthesis,synth_flops,133,
floorplan,io_pins,110,
timing,worst_pin_slew,0.8126,ns
cells_and_area,syn2layout_area_growth,28.99,%
worst_setup_path,path_delay_family,"simple AND/OR/NAND/NOR gates",
[cell usage in the layout, fill, tap and decap left out, types with 2 or more instances in the layout]
master and n:
o21ai_0 11, nor3_4 6, clkbuf_8 5, buf_2 2
nor2b_1 2, mux2_1 4, clkbuf_16 17, mux2i_1 8
clkdlybuf4s50_1 103, clkinv_2 2, xnor2_1 2, nor4_1 12
a211oi_1 3, nand2_1 13, o21a_1 32, and3_1 3
a21oi_1 8, clkbuf_1 2, nand3_1 5, nor3_1 7
nand4_1 5, buf_4 10, nor2_1 7, mux2_2 110
inv_1 6, dfrtp_1 132, nor4_4 8, or2_2 3
mux4_2 32, or4_1 2
[cell type report]
cell class / instances / area, sq um / share of cell area, %
flip-flops and latches: 133 / 3329 / 39.09
multi-input cells: 297 / 3157 / 37.06
repair buffers: 115 / 1116 / 13.10
clock buffers: 24 / 501.7 / 5.890
well taps: 275 / 344.1 / 4.039
clock inverters: 4 / 47.55 / 0.5582
inverters: 6 / 22.52 / 0.2644
[synthesized netlist by cell type (all sizes together)]
cell and n:
dfrtp 132, mux2 114, mux4 32, o21a 32, nor4 21, nand2 13, nor3 13, clkbuf 12
o21ai 11, buf 10, a21oi 8, mux2i 8, nor2 8, inv 6, nand3 5, nand4 5
a211oi 3, and3 3, or2 3, nor2b 2, or4 2, xnor2 2, a21boi 1, a221oi 1
a311oi 1, a41oi 1, and2 1, and4 1, dfstp 1, ha 1, nand2b 1, o22ai 1
o311a 1, o41a 1, xor2 1
[kinds of logic after synthesis]
family / count (synthesis) / share of synthesized area (%)
multiplexers: 154 / 31.56
flip-flops: 133 / 50.42
AND/OR/NAND/NOR: 78 / 9.265
AND-OR/OR-AND: 61 / 6.347
buffers and inverters: 28 / 1.819
XOR/XNOR: 3 / 0.3980
adder cells (fa/ha/maj): 1 / 0.1894
[stage by stage]
stage | utilization (%) | std cells | setup slack (ns)
floorplan | - | 458 | 2.860
CTS | 40.02 | 854 | 1.582
finish | 40.02 | 854 | 1.603
global placement | 37.44 | 826 | 1.643
detailed placement | 37.44 | 826 | 1.600
global route | 40.02 | 854 | 1.382
[final timing paths]
check                                      startpoint                    endpoint  slack [ns]  depth (start not counted)
max                                          PADDR[9]                  PRDATA[29]        1.60                          7
max reg2reg                current_state[1]$_DFF_PN0_   status_reg[1]$_DFFE_PN0P_        5.01                          5
min in group asynchronous                     PRESETn  config_reg[19]$_DFFE_PN0P_        0.90                          1
min                        current_state[1]$_DFF_PN0_            PREADY$_DFF_PN0_        0.45                          0
min reg2reg                current_state[1]$_DFF_PN0_            PREADY$_DFF_PN0_        0.45                          0
max in group asynchronous                     PRESETn  config_reg[27]$_DFFE_PN0P_        5.37                          2
[layer usage]
layer | track usage (%) | vias up | wire, um
li1 | - | 1977 | -
met1 | 22.33 | 2200 | 6975
met2 | 23.27 | 114 | 7480
met5 | 0 | - | 0
met4 | 1.566 | 0 | 126
met3 | 4.884 | 8 | 982
[where the power goes]
part	total, W	switching (W)	internal [W]
Clock	0.000790	0.000285	0.000504
Sequential	0.000757	0.00000747	0.000749
Combinational	0.000247	0.0000928	0.000154
Total	0.00179	0.000385	0.00141
No activity file was given, so power comes from the tool's default toggle rates.
